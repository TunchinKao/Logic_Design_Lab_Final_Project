$ cat constraint.sdc
current_design choose_data_control

set clk_period 6.8
set clk_io_pct 0.2

create_clock -name clk0 -period $clk_period [get_ports {clk}]

set non_clock_inputs [all_inputs -no_clocks]
set_input_delay [expr $clk_period * $clk_io_pct] -clock clk0 $non_clock_inputs
set_output_delay [expr $clk_period * $clk_io_pct] -clock clk0 [all_outputs]
$ cat config.mk
export PLATFORM = sky130hd
export DESIGN_NAME = choose_data_control
export DESIGN_NICKNAME = choose_data_control
export VERILOG_FILES = /design/flow/design.v
export SDC_FILE = /design/flow/constraint.sdc
export NUM_CORES = 4
export LEC_CHECK = 1
export CORE_UTILIZATION = 30
$ cat run.sh
#!/bin/bash
# OpenROAD 26Q1-2900-gdf79404cd8, Yosys 0.63+post, stock flow scripts
make -C /OpenROAD-flow-scripts/flow DESIGN_CONFIG=/design/flow/config.mk WORK_HOME=/design/flow/orfs finish
$ cat design.v
`timescale 1ns / 1ps
module choose_data_control(
        input clk,
        input reset,
        input [4-1:0] scene_state,
        input key_C,
        input key_U,
        input key_D,
        input key_L,
        input key_R,
        output reg [8-1:0] p1_pokemon_id,
        output reg [8-1:0] p1_pokemon_hp,
        output reg [8-1:0] p1_pokemon_speed,
        output reg [8-1:0] p1_skill_1_damage,
        output reg [8-1:0] p1_skill_2_damage,
        output reg [8-1:0] p1_skill_3_damage,
        output reg [8-1:0] p2_pokemon_id,
        output reg [8-1:0] p2_pokemon_hp,
        output reg [8-1:0] p2_pokemon_speed,
        output reg [8-1:0] p2_skill_1_damage,
        output reg [8-1:0] p2_skill_2_damage,
        output reg [8-1:0] p2_skill_3_damage
    ); 
parameter start_scene = 4'b0001;
parameter choose_scene = 4'b0010;
parameter fight_scene = 4'b0011;
parameter win_scene = 4'b0100;
parameter poke_1 = 8'd1;
parameter poke_2 = 8'd2;
parameter poke_3 = 8'd3;
parameter poke_4 = 8'd4;
parameter poke_5 = 8'd5;
parameter poke_6 = 8'd6;
parameter poke_7 = 8'd7;
parameter poke_8 = 8'd8;
parameter poke_num = 8'd8;
parameter press_U = 5'b10000;
parameter press_D = 5'b01000;
parameter press_L = 5'b00100;
parameter press_R = 5'b00010;
parameter press_C = 5'b00001;
reg [8-1:0] pokemon_hp    [0:8-1];
reg [8-1:0] pokemon_speed [0:8-1];
reg [8-1:0] skill_1_damage[0:8-1];
reg [8-1:0] skill_2_damage[0:8-1];
reg [8-1:0] skill_3_damage[0:8-1];
    wire [4:0] buttons;
    reg [8-1:0] p1_next_id;
    reg [8-1:0] p2_next_id;
    assign buttons[4:0] = {key_U, key_D, key_L, key_R, key_C};
    always @(posedge clk) begin
        if(reset)begin
            p1_pokemon_id <= poke_1;
        end else begin
            case (scene_state)   
                start_scene:begin
                    p1_pokemon_id <= poke_1;
                end 
                choose_scene:begin  
                    p1_pokemon_id <= p1_next_id;
                    p1_pokemon_hp <= pokemon_hp[p1_next_id - 1];
                    p1_pokemon_speed <= pokemon_speed[p1_next_id - 1];
                    p1_skill_1_damage <= skill_1_damage[p1_next_id - 1];
                    p1_skill_2_damage <= skill_2_damage[p1_next_id - 1];
                    p1_skill_3_damage <= skill_3_damage[p1_next_id - 1];
                    p2_pokemon_id <= p2_next_id;
                    p2_pokemon_hp <= pokemon_hp[p2_next_id - 1];
                    p2_pokemon_speed <= pokemon_speed[p2_next_id - 1];
                    p2_skill_1_damage <= skill_1_damage[p2_next_id - 1];
                    p2_skill_2_damage <= skill_2_damage[p2_next_id - 1];
                    p2_skill_3_damage <= skill_3_damage[p2_next_id - 1];
                end
                default:
                    p1_pokemon_id <= p1_pokemon_id; 
            endcase
        end 
    end
    always @(*) begin
        pokemon_hp[0] = 50;
        pokemon_speed[0] = 500;
        skill_1_damage[0] = 8'd31;
        skill_2_damage[0] = 8'd25;
        skill_3_damage[0] = 8'd34;
        pokemon_hp[1] = 60;
        pokemon_speed[1] = 450;
        skill_1_damage[1] = 8'd35;
        skill_2_damage[1] = 8'd31;
        skill_3_damage[1] = 8'd47;
        pokemon_hp[2] = 70;
        pokemon_speed[2] = 400;
        skill_1_damage[2] = 8'd37;
        skill_2_damage[2] = 8'd29;
        skill_3_damage[2] = 8'd45;
        pokemon_hp[3] = 90;
        pokemon_speed[3] = 350;
        skill_1_damage[3] = 8'd17;
        skill_2_damage[3] = 8'd89;
        skill_3_damage[3] = 8'd23;
        pokemon_hp[4] = 100;
        pokemon_speed[4] = 300;
        skill_1_damage[4] = 8'd44;
        skill_2_damage[4] = 8'd55;
        skill_3_damage[4] = 8'd65;
        pokemon_hp[5] = 120;
        pokemon_speed[5] = 250;
        skill_1_damage[5] = 8'd40;
        skill_2_damage[5] = 8'd17;
        skill_3_damage[5] = 8'd67;
        pokemon_hp[6] = 150;
        pokemon_speed[6] = 200;
        skill_1_damage[6] = 8'd45;
        skill_2_damage[6] = 8'd40;
        skill_3_damage[6] = 8'd54;
        pokemon_hp[7] = 160;
        pokemon_speed[7] = 150;
        skill_1_damage[7] = 8'd64;
        skill_2_damage[7] = 8'd64;
        skill_3_damage[7] = 8'd64;
    end
    reg [2:0] p2_id_cnt;
    always @(posedge clk) begin
        if(reset)begin
            p2_id_cnt <= 3'd0;
        end else begin
            p2_id_cnt <= p2_id_cnt + 3'd1 ;
        end
    end
    always @(*) begin
        p2_next_id = p2_id_cnt + 1;
        case (p1_pokemon_id)
            poke_1:begin
                case (buttons)
                    press_U:begin
                        p1_next_id = p1_pokemon_id;
                    end 
                    press_D:begin
                        p1_next_id = poke_5;
                    end
                    press_L:begin
                        p1_next_id = p1_pokemon_id;
                    end
                    press_R:begin
                        p1_next_id = poke_2;
                    end
                    default: 
                        p1_next_id = p1_pokemon_id;
                endcase
            end 
            poke_2:begin
                case (buttons)
                    press_U:begin
                        p1_next_id = p1_pokemon_id;
                    end 
                    press_D:begin
                        p1_next_id = poke_6;
                    end
                    press_L:begin
                        p1_next_id = poke_1;
                    end
                    press_R:begin
                        p1_next_id = poke_3;
                    end
                    default: 
                        p1_next_id = p1_pokemon_id;
                endcase
            end 
            poke_3:begin
                case (buttons)
                    press_U:begin
                        p1_next_id = p1_pokemon_id;
                    end 
                    press_D:begin
                        p1_next_id = poke_7;
                    end
                    press_L:begin
                        p1_next_id = poke_2;
                    end
                    press_R:begin
                        p1_next_id = poke_4;
                    end
                    default: 
                        p1_next_id = p1_pokemon_id;
                endcase
            end 
            poke_4:begin
                case (buttons)
                    press_U:begin
                        p1_next_id = p1_pokemon_id;
                    end 
                    press_D:begin
                        p1_next_id = poke_8;
                    end
                    press_L:begin
                        p1_next_id = poke_3;
                    end
                    press_R:begin
                        p1_next_id = p1_pokemon_id;
                    end
                    default: 
                        p1_next_id = p1_pokemon_id;
                endcase
            end 
            poke_5:begin
                case (buttons)
                    press_U:begin
                        p1_next_id = poke_1;
                    end 
                    press_D:begin
                        p1_next_id = p1_pokemon_id;
                    end
                    press_L:begin
                        p1_next_id = p1_pokemon_id;
                    end
                    press_R:begin
                        p1_next_id = poke_6;
                    end
                    default: 
                        p1_next_id = p1_pokemon_id;
                endcase
            end 
            poke_6:begin
                case (buttons)
                    press_U:begin
                        p1_next_id = poke_2;
                    end 
                    press_D:begin
                        p1_next_id = p1_pokemon_id;
                    end
                    press_L:begin
                        p1_next_id = poke_5;
                    end
                    press_R:begin
                        p1_next_id = poke_7;
                    end
                    default: 
                        p1_next_id = p1_pokemon_id;
                endcase
            end 
            poke_7:begin
                case (buttons)
                    press_U:begin
                        p1_next_id = poke_3;
                    end 
                    press_D:begin
                        p1_next_id = p1_pokemon_id;
                    end
                    press_L:begin
                        p1_next_id = poke_6;
                    end
                    press_R:begin
                        p1_next_id = poke_8;
                    end
                    default: 
                        p1_next_id = p1_pokemon_id;
                endcase
            end 
            poke_8:begin
                case (buttons)
                    press_U:begin
                        p1_next_id = poke_4;
                    end 
                    press_D:begin
                        p1_next_id = p1_pokemon_id;
                    end
                    press_L:begin
                        p1_next_id = poke_7;
                    end
                    press_R:begin
                        p1_next_id = p1_pokemon_id;
                    end
                    default: 
                        p1_next_id = p1_pokemon_id;
                endcase
            end 
            default: 
                p1_next_id = p1_pokemon_id;
        endcase        
    end
endmodule
==> results.sh <==
# implementation run metrics
export IMPL_run_status="finished clean"
export IMPL_grt_overflow=0
export IMPL_ys_async_sr_fraction=0
export IMPL_drc=0
export IMPL_routed_wire_length_per_instance_um=12.59
export IMPL_number_of_global_route_vias_before_repair=2355
export IMPL_tns_ps=0
export IMPL_switchingPower_uw=232.6
export IMPL_synth_lib_cells_used_distinct=55
export IMPL_floorplan_die_width_um=113.6
export IMPL_timing_critical_path_from_type="primary input"
export IMPL_max_cap_viol_count=0
export IMPL_worst_slew_pin_slew_ps=861.4
export IMPL_cts_buffers=9
export IMPL_gr_usage_met3=0.02653
export IMPL_cts_num_sinks=73
export IMPL_total_leakage_power_uw=0.001799
export IMPL_power_per_cell_area_mw_per_mm2=222.8
export IMPL_met1_demand_to_capacity_share_in_global_routing=0.2027
export IMPL_count_of_fill_cells_added_during_filler_insertion=1131
export IMPL_insertedDiodeCount=0
export IMPL_timing_max_slew_rel_slack=0.4258
export IMPL_seq_power_share=0.464
export IMPL_clock_skew_after_layout_ps=4.990
export IMPL_area_growth_syn_to_layout_pct=32.20
export IMPL_first_pass_grt_wire_length_mm=11.84
export IMPL_hpwlAfterDp_mm=5.079
export IMPL_die_height_um=113.6
export IMPL_ys_seq_elements=73
export IMPL_cp_max_fo=10
export IMPL_synthDominantCellAreaShare=0.5308
export IMPL_post_synth_top_area_cell="sky130_fd_sc_hd__edfxtp_1"
export IMPL_initial_core_util=0.3095
export IMPL_share_comb_of_total_power=0.095
export IMPL_clk_insertion_delay_late_ps=330
export IMPL_final_setup_viol_count=0
export IMPL_std_cell_rows=40
export IMPL_lay_top_cells="88 x sky130_fd_sc_hd__clkdlybuf4s50_1, 66 x sky130_fd_sc_hd__edfxtp_1, 34 x sky130_fd_sc_hd__nor2_1"
export IMPL_mappedNetlistArea_sq_mm=0.003734
export IMPL_clkTransAtPathRegs_ps=50
export IMPL_cp_data_arrival_time_ps=4560
export IMPL_globalplace_congestion=0.8083
export IMPL_lay_top_count="sky130_fd_sc_hd__clkdlybuf4s50_1"
export IMPL_ctsHtreeMaxLevel=3
export IMPL_iter_0_drt_violations=142
export IMPL_chip_area_sq_mm=0.01290
export IMPL_postCtsResizedCells=0
export IMPL_peakVddDrop_mv=0.1120
export IMPL_post_synth_tally_of_flip_flops_with_integrated_enable=66
export IMPL_grt_max_degree=68
export IMPL_postCtsHoldBufs=0
export IMPL_clk_path_buf_depth=2
export IMPL_report_final_hold_viol_count=0
export IMPL_first_pass_iters=5
export IMPL_grt_setup_unrepaired="no"
export IMPL_design_core_area_sq_mm=0.01206
export IMPL_avgSynthCellArea_sq_um=11.38
export IMPL_clock_fmax_mhz=223.3
export IMPL_count_of_port_buffers_added_during_placement=88
export IMPL_synth_area_top_cells="sky130_fd_sc_hd__edfxtp_1 53%, sky130_fd_sc_hd__buf_4 5.8%, sky130_fd_sc_hd__ha_1 4.0%"
export IMPL_ant_nets=0
export IMPL_dr_total_vias=2563
export IMPL_antenna_found_initial=0
export IMPL_sequential_standard_cell_area_sq_mm=0.002122
export IMPL_yosysCellCount=328
export IMPL_post_synth_inst_count=328
export IMPL_clock_tree_root_cell="sky130_fd_sc_hd__clkbuf_16"
export IMPL_power_share_clock=0.441
export IMPL_type_of_destination_of_the_critical_path="flip-flop"
export IMPL_cp_required_ps=6880
export IMPL_netSwitchingFraction=0.2115
export IMPL_wl_mm=7.264
export IMPL_synth_main_ff_cell="sky130_fd_sc_hd__edfxtp_1"
export IMPL_tritoncts="done"
export IMPL_vias_per_cell=4.442
export IMPL_number_of_openroad_warnings=34
export IMPL_final_layout_size_suffix_gt1_frac=0.08557
export IMPL_synth_seq_share=0.5684
export IMPL_finalCriticalPeriod_ps=4478
export IMPL_final_max_slew_violation_count=0
export IMPL_post_cts_buffers=0
export IMPL_power_report_internal_total_uw=867.2
export IMPL_global_route_usage_met2=0.1622
export IMPL_timing_final_crit_share=0.6586
export IMPL_grt_total_usage=0.1182
export IMPL_multi_input_comb_area_sq_mm=0.001341
export IMPL_timing_hold_ws_ps=608.4
export IMPL_num_io_pins=107
export IMPL_busiest_layer="met1"
export IMPL_min_delay_path_class="reg -> reg"
export IMPL_critPathKind="in -> reg"
export IMPL_ys_warn_count=6
export IMPL_area_of_the_synthesized_netlist_per_yosys_stat_sq_mm=0.003734
## path summary, 6_finish.rpt
path / start / endpoint / slack (ps) / cells past startpoint
min reg2reg: p2_id_cnt[0] / p2_id_cnt[0] / 610 / 1
max reg2reg: p1_pokemon_id[0] / p1_pokemon_speed[4] / 3590 / 12
min: p2_id_cnt[0] / p2_id_cnt[0] / 610 / 1
max: key_R / p1_pokemon_speed[4] / 2320 / 13
## cells by family after synthesis
kind of cell,after synthesis,share of synthesized area
DFF,73,0.5684
other,1,0.001004
xor gates and xnor gates,7,0.01642
buffers and inverters,57,0.09149
and+or+nand+nor,115,0.1629
AOI/OAI and AO/OA,55,0.09786
adders and majority gates,12,0.04021
muxes,8,0.02178
## routing by layer
| metal | vias up | routed length (um) |
|---|---|---|
| li1 | 1281 | - |
| met1 | 1188 | 3642 |
| met2 | 86 | 3086 |
| met3 | 8 | 416 |
| met4 | 0 | 119 |
| met5 | - | 0 |
## cell usage after synthesis, types with 6 or more instances
library cell               instances
sky130_fd_sc_hd__nor3_1           10
sky130_fd_sc_hd__o21ai_0          11
sky130_fd_sc_hd__clkbuf_1          8
sky130_fd_sc_hd__nand2b_1          6
sky130_fd_sc_hd__ha_1             12
sky130_fd_sc_hd__mux2i_1           7
sky130_fd_sc_hd__a21oi_1          13
sky130_fd_sc_hd__nor2_1           34
sky130_fd_sc_hd__edfxtp_1         66
sky130_fd_sc_hd__nand2_1          22
sky130_fd_sc_hd__a31oi_1           6
sky130_fd_sc_hd__buf_4            29
sky130_fd_sc_hd__dfxtp_1           7
sky130_fd_sc_hd__inv_1            15
## power groups by stage
| stage | logic [uW] | clock network (uW) | registers, uW |
|---|---|---|---|
| CTS | 104 | 494 | 511 |
| finish | 104 | 485 | 511 |
| global route | 118 | 514 | 511 |
## state kept, by name, summed over array words and instances (netlist names)
register and flops:
p1_pokemon_hp 6, p2_skill_3_damage 7, p2_pokemon_speed 6, p2_skill_1_damage 6, p1_skill_2_damage 6, p2_skill_2_damage 6
p2_id_cnt 3, p1_skill_1_damage 6, p1_pokemon_id 4, p1_pokemon_speed 6, p1_skill_3_damage 7, p2_pokemon_hp 6
p2_pokemon_id 4
## worst max-delay path, stage by stage
cell,delay [ps]
sky130_fd_sc_hd__clkdlybuf4s50_1,700
sky130_fd_sc_hd__nor3_1,130
sky130_fd_sc_hd__and3b_1,230
sky130_fd_sc_hd__nor2b_1,140
sky130_fd_sc_hd__a311oi_1,250
sky130_fd_sc_hd__o21ai_0,100
sky130_fd_sc_hd__o221a_2,350
sky130_fd_sc_hd__ha_1,210
sky130_fd_sc_hd__inv_1,90
sky130_fd_sc_hd__a211oi_1,70
sky130_fd_sc_hd__a211o_1,400
sky130_fd_sc_hd__or3_1,380
sky130_fd_sc_hd__a21o_1,160
## cell type report
| cell class | instances | share of cell area |
|---|---|---|
| Clock inverter | 7 | 0.01724 |
| Sequential cell | 73 | 0.4299 |
| Multi-Input combinational cell | 215 | 0.2717 |
| Clock buffer | 9 | 0.04563 |
| Timing Repair Buffer | 90 | 0.1815 |
| Tap cell | 168 | 0.04259 |
| Inverter | 15 | 0.01141 |
## metrics by stage
step,cell area (sq um),util,instances,power (uW),setup slack (ps)
2_1_floorplan,3797,-,345,597.0,1452
3_3_place_gp,4626,0.3835,561,622.2,2114
3_5_place_dp,4626,0.3835,561,623.2,1993
4_1_cts,4936,0.4092,577,1109,2347
5_1_grt,4936,0.4092,577,1144,2110
6_report,4936,0.4092,577,1100,2322
Power is estimated from default activity; no workload was simulated.
