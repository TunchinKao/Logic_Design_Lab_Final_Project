`./design.v`:
```
`timescale 1ns / 1ps
module counter
(       input clk,  
        input rst,
        input start,
        output reg done);
    parameter SECOND = 300000000;
    reg [40-1:0] count, next_count;
    always@(posedge clk) begin
        if (rst == 1) begin
            count = 0;
        end
        else begin
            count <= next_count;
        end
    end
    always@(*) begin
        next_count = count;
        if (start || count != 0) begin
            if (count == SECOND) begin
                done = 1;
                next_count = 0;
            end
            else begin
                next_count = count + 1;
                done = 0;
            end
        end
        else begin
            done = 0;
            next_count = 0;
        end
    end
endmodule
module counter_nostop
(       input clk,  
        input rst,
        output reg pclk);
parameter SECOND = 300000000;
    reg [40-1:0] count, next_count;
    always@(posedge clk) begin
        if (rst == 1) begin
            count <= 0;
            pclk <= 0;
        end
        else begin
            count <= next_count;
            if(count == SECOND)
                pclk <= !pclk;
            else begin
                pclk <= pclk;
            end 
        end
    end
    always@(*) begin
        if(count < SECOND)begin
            next_count = count + 1;
        end else begin
            next_count = 1;
        end
    end
endmodule
`timescale 1ns / 1ps
module fight_data_control(
        input clk,
        input reset,
        input [4-1:0] scene_state,
        input key_C,
        input key_U,
        input key_D,
        input key_L,
        input key_R,
        input [8-1:0] p1_pokemon_id,
        input [8-1:0] p1_pokemon_hp,             
        input [8-1:0] p1_pokemon_speed,
        input [8-1:0] p1_skill_1_damage,
        input [8-1:0] p1_skill_2_damage,
        input [8-1:0] p1_skill_3_damage,
        input [8-1:0] p2_pokemon_id,
        input [8-1:0] p2_pokemon_hp,
        input [8-1:0] p2_pokemon_speed,
        input [8-1:0] p2_skill_1_damage,
        input [8-1:0] p2_skill_2_damage,
        input [8-1:0] p2_skill_3_damage,
        output reg [8-1:0] p1_pokemon_cur_hp,
        output reg [8-1:0] p2_pokemon_cur_hp,
        output reg [3:0]    p1_using_skill_id,
        output reg [3:0]    p2_using_skill_id,
        output testSignal,
        output reg to_end_scene,
        output [6-1:0] fight_state,
        output [4-1:0] option_state
    );
parameter start_scene = 4'b0001;
parameter choose_scene = 4'b0010;
parameter fight_scene = 4'b0011;
parameter win_scene = 4'b0100;
parameter poke_1 = 8'd1;
parameter poke_2 = 8'd2;
parameter poke_3 = 8'd3;
parameter poke_4 = 8'd4;
parameter poke_5 = 8'd5;
parameter poke_6 = 8'd6;
parameter poke_7 = 8'd7;
parameter poke_8 = 8'd8;
parameter press_U = 5'b10000;
parameter press_D = 5'b01000;
parameter press_L = 5'b00100;
parameter press_R = 5'b00010;
parameter press_C = 5'b00001;
    wire[4:0] buttons;
    assign buttons[4:0] = {key_U, key_D, key_L, key_R, key_C};
parameter [6-1:0] fight_state_menu = 6'd1;
parameter [6-1:0] fight_state_choosing_skill = 6'd2;
parameter [6-1:0] fight_state_animation_p1 = 6'd3;  
parameter [6-1:0] fight_state_animation_p2 = 6'd4;  
parameter [6-1:0] fight_state_hpReducing_p1 = 6'd5;  
parameter [6-1:0] fight_state_hpReducing_p2 = 6'd6;  
parameter [6-1:0] fight_state_p1_win = 6'd7;         
parameter [6-1:0] fight_state_p2_win = 6'd8;
parameter [4-1:0] option_state_1 = 4'd1;
parameter [4-1:0] option_state_2 = 4'd2;
parameter [4-1:0] option_state_3 = 4'd3;
parameter [4-1:0] option_state_4 = 4'd4;
    reg [6-1:0] cur_fight_state;
    reg [6-1:0] next_fight_state;
    reg [4-1:0] cur_option_state;
    reg [4-1:0] next_option_state;
    reg [8-1:0] next_p1_pokemon_cur_hp;
    reg [8-1:0] next_p2_pokemon_cur_hp;
    reg [8-1:0] target_p1_pokemon_hp, target_p2_pokemon_hp;
    wire next_to_end_scene;
    reg counter_animate_start, next_counter_animate_start;
    wire counter_animate_done;
    counter #(.SECOND(300000000))state_last(.clk(clk), .rst(reset), .start(counter_animate_start), .done(counter_animate_done));
    reg counter_hpReducing_start, next_counter_hpReducing_start;
    wire counter_hpReducing_done;
    counter #(.SECOND(5000000)) hpReduceTime(.clk(clk), .rst(reset), .start(counter_hpReducing_start), .done(counter_hpReducing_done));
    reg counter_ending_start, next_counter_ending_start;
    wire counter_ending_done;
    counter #(.SECOND(300000000)) endingTime(.clk(clk), .rst(reset), .start(counter_ending_start), .done(counter_ending_done));
    assign fight_state = cur_fight_state;
    assign option_state = cur_option_state;
    assign next_to_end_scene = counter_ending_done;
    always @(posedge clk) begin
        if(reset)begin
            cur_fight_state <= fight_state_menu;
            cur_option_state <= option_state_1;
            p1_pokemon_cur_hp <= p1_pokemon_hp;
            p2_pokemon_cur_hp <= p2_pokemon_hp;
            to_end_scene <= 1'b0;
        end
        else begin
            to_end_scene <= next_to_end_scene;
            case(scene_state)
                fight_scene:begin
                    cur_fight_state <= next_fight_state;
                    cur_option_state <= next_option_state;
                    p1_pokemon_cur_hp <= next_p1_pokemon_cur_hp;
                    p2_pokemon_cur_hp <= next_p2_pokemon_cur_hp;
                end
                choose_scene:begin
                    cur_fight_state <= fight_state_menu;
                    cur_option_state <= option_state_1;       
                    p1_pokemon_cur_hp <= p1_pokemon_hp;
                    p2_pokemon_cur_hp <= p2_pokemon_hp;
                end
                default:begin
                    cur_fight_state <= fight_state_menu;
                    cur_option_state <= cur_option_state;
                    p1_pokemon_cur_hp <= p1_pokemon_cur_hp;
                    p2_pokemon_cur_hp <= p2_pokemon_cur_hp;
                end
            endcase
        end
    end
    always @(*) begin
        case (cur_fight_state)
            fight_state_menu:begin
                if(buttons == press_C)begin
                    case (cur_option_state)
                        option_state_1 :begin
                            next_fight_state = fight_state_choosing_skill;
                        end 
                        option_state_2 : begin
                            next_fight_state = fight_state_p2_win;
                        end
                        default: 
                            next_fight_state = cur_fight_state;
                    endcase
                end else begin
                    next_fight_state = cur_fight_state ;
                end
            end 
            fight_state_choosing_skill:begin
                if(buttons == press_C)begin
                    case (cur_option_state)
                        option_state_4 :begin
                            next_fight_state = fight_state_menu;
                        end 
                        default: begin
                            if(p1_pokemon_speed >= p2_pokemon_speed)
                                next_fight_state = fight_state_animation_p1;
                            else begin
                                next_fight_state = fight_state_animation_p2;
                            end
                        end
                    endcase
                end else begin
                    next_fight_state = cur_fight_state ;
                end
            end
            fight_state_animation_p1 : begin
                next_fight_state = (counter_animate_done == 1'b1) ? fight_state_hpReducing_p2 : fight_state_animation_p1;
            end
            fight_state_animation_p2 : begin
                next_fight_state = (counter_animate_done == 1'b1) ? fight_state_hpReducing_p1 : fight_state_animation_p2;
            end
            fight_state_hpReducing_p1 : begin
                if(p1_pokemon_speed >= p2_pokemon_speed)begin  
                    if(p1_pokemon_cur_hp == 0)begin
                        next_fight_state = fight_state_p2_win;
                    end else begin
                        next_fight_state = (p1_pokemon_cur_hp == target_p1_pokemon_hp)? fight_state_menu : fight_state_hpReducing_p1;
                    end                                                             
                end
                else                                      
                begin
                    if(p1_pokemon_cur_hp == 0)begin
                        next_fight_state = fight_state_p2_win;
                    end else begin
                        next_fight_state = (p1_pokemon_cur_hp == target_p1_pokemon_hp) ? fight_state_animation_p1 : fight_state_hpReducing_p1;
                    end
                end
            end
            fight_state_hpReducing_p2 : begin
                if(p1_pokemon_speed >= p2_pokemon_speed)begin     
                    if(p2_pokemon_cur_hp == 0)begin
                        next_fight_state = fight_state_p1_win;
                    end else begin
                        next_fight_state = (p2_pokemon_cur_hp == target_p2_pokemon_hp) ? fight_state_animation_p2 : fight_state_hpReducing_p2;
                    end
                end
                else begin
                    if(p2_pokemon_cur_hp == 0)begin
                        next_fight_state = fight_state_p1_win;
                    end else begin
                        next_fight_state = (p2_pokemon_cur_hp == target_p2_pokemon_hp) ? fight_state_menu : fight_state_hpReducing_p2;
                    end
                end
            end
            fight_state_p1_win:begin
                next_fight_state = fight_state_p1_win;
            end
            fight_state_p2_win:begin
                next_fight_state = fight_state_p2_win;
            end
            default: 
                next_fight_state = cur_fight_state;
        endcase 
    end
    always @(posedge clk) begin
        counter_animate_start <= next_counter_animate_start;
        counter_hpReducing_start <= next_counter_hpReducing_start;
        counter_ending_start <= next_counter_ending_start;
    end
    always @(*) begin
        case (cur_fight_state)
            fight_state_p1_win :  begin
                next_counter_ending_start = (counter_ending_done == 1'b1) ? 1'b0 : 1'b1;            
            end 
            fight_state_p2_win : begin
                next_counter_ending_start = (counter_ending_done == 1'b1) ? 1'b0 : 1'b1;                
            end
            default: 
                next_counter_ending_start = 1'b0;
        endcase
    end
    assign testSignal = counter_ending_start;
    always @(*) begin
        case (cur_fight_state)
            fight_state_animation_p1 : begin
                next_counter_animate_start = (counter_animate_done == 1'b1) ? 1'b0 : 1'b1;
            end
            fight_state_animation_p2 : begin
                next_counter_animate_start = (counter_animate_done == 1'b1) ? 1'b0 : 1'b1;
            end
            default:
                next_counter_animate_start = 1'b0; 
        endcase
    end
    always @(*) begin
        case(cur_fight_state)
            fight_state_hpReducing_p1 :
                next_counter_hpReducing_start = 1'b1;
            fight_state_hpReducing_p2 :
                next_counter_hpReducing_start = 1'b1;
            default:
                next_counter_hpReducing_start = 1'b0;
        endcase
    end
    always @(*) begin
        case(cur_fight_state)
            fight_state_hpReducing_p1 : begin
                if(counter_hpReducing_done == 1'b1)begin
                    next_p1_pokemon_cur_hp <= p1_pokemon_cur_hp - 1'b1;
                end else begin
                    next_p1_pokemon_cur_hp <= p1_pokemon_cur_hp;
                end
                next_p2_pokemon_cur_hp = p2_pokemon_cur_hp;
            end
            fight_state_hpReducing_p2:begin
                if(counter_hpReducing_done == 1'b1)begin
                    next_p2_pokemon_cur_hp <= p2_pokemon_cur_hp - 1'b1;
                end else begin
                    next_p2_pokemon_cur_hp <= p2_pokemon_cur_hp;
                end
                next_p1_pokemon_cur_hp = p1_pokemon_cur_hp;
            end
            default : begin
                next_p1_pokemon_cur_hp <= p1_pokemon_cur_hp;
                next_p2_pokemon_cur_hp <= p2_pokemon_cur_hp;
            end
        endcase
    end
    reg [1:0] p2_random_skill_counter;
    always @(posedge clk) begin
        if(reset)begin
            p2_random_skill_counter <= 2'd1;
        end else begin
            if(p2_random_skill_counter < 3)
                p2_random_skill_counter <= p2_random_skill_counter + 2'd1;
            else begin
                p2_random_skill_counter <= 2'd1;
            end
        end
    end
    always @(posedge clk) begin
        if(reset)begin
            p1_using_skill_id <= option_state_1;
            p2_using_skill_id <= option_state_1;
        end else begin
            if(cur_fight_state == fight_state_choosing_skill)begin
                if(buttons == press_C)begin
                    p1_using_skill_id <= cur_option_state;
                    p2_using_skill_id <= p2_random_skill_counter; 
                end
            end else begin
                p1_using_skill_id <= p1_using_skill_id;
                p2_using_skill_id <= p2_using_skill_id;
            end
        end
    end
    always @(posedge clk) begin
        case(cur_fight_state)
            fight_state_choosing_skill:begin
                if(buttons == press_C)begin
                    case (cur_option_state)
                        option_state_1 :begin
                            target_p2_pokemon_hp <= p2_pokemon_cur_hp - p1_skill_1_damage;
                        end 
                        option_state_2 :begin
                            target_p2_pokemon_hp <= p2_pokemon_cur_hp - p1_skill_2_damage;
                        end 
                        option_state_3 :begin
                            target_p2_pokemon_hp <= p2_pokemon_cur_hp - p1_skill_3_damage;
                        end 
                        default: begin
                            target_p2_pokemon_hp <= target_p2_pokemon_hp;
                        end
                    endcase
                    case(p2_random_skill_counter)
                        option_state_1 :begin
                            target_p1_pokemon_hp <= p1_pokemon_cur_hp - p2_skill_1_damage;
                        end 
                        option_state_2 :begin
                            target_p1_pokemon_hp <= p1_pokemon_cur_hp - p2_skill_2_damage;
                        end 
                        option_state_3 :begin
                            target_p1_pokemon_hp <= p1_pokemon_cur_hp - p2_skill_3_damage;
                        end 
                        default: begin
                            target_p1_pokemon_hp <= target_p1_pokemon_hp;
                        end
                    endcase
                end else begin
                    target_p1_pokemon_hp <= target_p1_pokemon_hp;
                    target_p2_pokemon_hp <= target_p2_pokemon_hp;
                end
            end
            default:begin
                target_p1_pokemon_hp <= target_p1_pokemon_hp;    
                target_p2_pokemon_hp <= target_p2_pokemon_hp;
            end
        endcase
    end
    always @(*) begin
        if(cur_fight_state != next_fight_state)begin
            if(next_fight_state == fight_state_menu)
                next_option_state = option_state_1;
            else if(next_fight_state == fight_state_choosing_skill)
                next_option_state = option_state_1;    
        end
        else begin
            if(cur_fight_state == fight_state_menu)begin
                case (cur_option_state)
                    option_state_1 :begin
                        case (buttons)
                            press_R:begin
                                next_option_state = option_state_2;
                            end
                            default: 
                                next_option_state = cur_option_state;
                        endcase
                    end 
                    option_state_2:begin
                        case(buttons)
                            press_L:begin
                                next_option_state = option_state_1;
                            end
                            default:
                                next_option_state = cur_option_state;
                        endcase
                    end
                    default: 
                        next_option_state = cur_option_state;
                endcase
            end
            else if (cur_fight_state == fight_state_choosing_skill) begin
                case (cur_option_state)
                    option_state_1 :begin
                        case (buttons)
                            press_D:begin
                                next_option_state = option_state_3;
                            end
                            press_R:begin
                                next_option_state = option_state_2;
                            end
                            default: 
                                next_option_state = cur_option_state;
                        endcase
                    end 
                    option_state_2:begin
                        case(buttons)
                            press_D:begin
                                next_option_state = option_state_4;
                            end
                            press_L:begin
                                next_option_state = option_state_1;
                            end
                            default:
                                next_option_state = cur_option_state;
                        endcase
                    end
                    option_state_3:begin
                        case(buttons)
                            press_U:begin
                                next_option_state = option_state_1;
                            end
                            press_R:begin
                                next_option_state = option_state_4;
                            end
                            default:
                                next_option_state = cur_option_state;
                        endcase
                    end
                    option_state_4:begin
                        case(buttons)
                            press_U:begin
                                next_option_state = option_state_2;
                            end
                            press_L:begin
                                next_option_state = option_state_3;
                            end
                            default:
                                next_option_state = cur_option_state;
                        endcase
                    end
                    default: 
                        next_option_state = cur_option_state;
                endcase
            end else begin
                next_option_state <= cur_option_state;
            end
        end
    end
endmodule
```
`./run.sh`:
```
#!/bin/bash
# OpenROAD 26Q1-2900-gdf79404cd8, Yosys 0.63+post, stock flow scripts
make -C /OpenROAD-flow-scripts/flow DESIGN_CONFIG=/design/flow/config.mk WORK_HOME=/design/flow/orfs finish
```
`./config.mk`:
```
export PLATFORM = sky130hd
export DESIGN_NAME = fight_data_control
export DESIGN_NICKNAME = fight_data_control
export VERILOG_FILES = /design/flow/design.v
export SDC_FILE = /design/flow/constraint.sdc
export NUM_CORES = 4
export LEC_CHECK = 1
export CORE_UTILIZATION = 40
```
`./constraint.sdc`:
```
current_design fight_data_control

set clk_period 4.8
set clk_io_pct 0.2

create_clock -name clk0 -period $clk_period [get_ports {clk}]

set non_clock_inputs [all_inputs -no_clocks]
set_input_delay [expr $clk_period * $clk_io_pct] -clock clk0 $non_clock_inputs
set_output_delay [expr $clk_period * $clk_io_pct] -clock clk0 [all_outputs]
```
==> Changelog: implementation <==
### Physical design

- Count of endpoints without a timing constraint: 4
- Mapped Area: 9654 um2
- Pwr/cell area: 284.5 nW/um2
- Most common cell on crit path: o21ai_0
- Delay-heaviest family, CP: AND-OR/OR-AND gates
- Die area: 24760 um2
- Root Driver: clkbuf_16
- Die Ht: 157.4 um
- Hold endpoint: state_last.count[0]
- Max-Slew Margin vs Limit: 44.04%
- RePlAce Congestion: 0.8678
- Number of global-route vias before repair: 7357
- Hold Crit Start: state_last.count[0]
- Area growth syn-to-layout: 21.60%
- Worst setup SP type: flop
- Count of unclocked register or latch pins: 4
- Largest net degree at the start of global routing: 41
- Clock Path Buffers: 2
- IO Port Bufs: 124
- Comb pwr share: 12.8%
- Net Sw Power: 828.4 uW
- Synth Register Bits: 178
- Global Route met2 Usage: 28.21%
- LEAKAGE: 0.004137 uW
- Chip Area, Yosys: 9654 um2
- Run status: finished clean
- Sequential power share: 46.8%
- Setup bufs post-CTS: 0
- Crit-path max cell delay: 0.58 ns
- Initial antenna violation count: 0
- Yosys Instances: 1136
- FP Util: 41.01%
- Clk latency of the worst-skew pair: 0.42 ns
- Clock Pin Slew Worst Setup and Hold Paths: 0.07 ns
- CTS tree: yes
- Most instantiated logic cells after routing: 189 x nor2_1, 142 x dfxtp_1, 124 x clkdlybuf4s50_1
- Ys Warns: 3
- Hpwl dp: 15.48 mm
- Gr busiest metal: met1
- First-pass GRT wire length: 35.80 mm
- WHS: 0.4705 ns
- Crit Path Max Fanout: 19
- Worst-path cell chain: nor2_1, and2_1, o21ai_0, ha_1, nor2b_1, o21ai_0, a21boi_0, o21ai_0, nand2b_1, a21o_1, a21oi_1, xnor2_1
- Setup TNS: 0 ns
- Fin util: 49.87%
- RR Startpoint: cur_option_state[2]
- Tmin final: 3.556 ns
- Worst reg-to-reg setup slack: 1.24 ns
- Core box area: 23540 um2
- Worst setup EP type: flop
- Worst setup margin: 1.244 ns
- Antenna cells: 0
- Switching share of total power: 24.80%
- Fin crit share: 74.09%
- Hold Fails Final Rpt: 0
- CTS Buf Count: 17
- Drt initial violations: 380
- Vias/cell: 5.030
- WS Path Type: reg2reg
- Clock power share: 40.3%
- Peak VDD IR: 0.0002368 V
- Pint: 2511 uW
- Met1 Track Usage GR: 28.80%
- Skew final: 0.01367 ns
- Total Wirelength: 21.19 mm
- Reg-to-Reg End: target_p2_pokemon_hp[7]
- Reg2reg path depth: 12
- Total GRT Usage: 18.40%
- Slew Viols, Final: 0
- I/O pin total: 143
- Crit path DAT: 3.74 ns
- Setup WS pre-CTS: 1.190 ns
- Max Cap Violations: 0
- Crit path buf inv count: 0
- Crit path DRT: 4.98 ns
- H-tree depth: 4
- Number of OpenROAD warnings: 46
- Max Clock Freq: 0.2812 GHz
- Proportion of layout cells with a drive suffix above 1: 4.618%
- Die width: 157.4 um
- Synthesized instance count: 1136
- Hold buffers post-CTS: 0
- WHS Path Cells: 1
- First drt pass iteration count: 5
- Most frequent logic cell in the layout: nor2_1
- CP max-delay cell: and2_1
- DR WL/cell: 13.45 um
- FP Rows: 56
- FFs w/ async S/R, synth: 0%
- Synth Area per Inst: 8.498 um2
- Grt met3 use: 3.560%
- DR vias: 7923
- Worst Hold Class: reg2reg
- Flip-flops with a built-in enable: 32
- Dominant synthesized flop cell: dfxtp_1
- Slew at the pin closest to its max-slew limit: 0.8394 ns
- CTS resizes: 0
- Overflow after GRT: 0
- DRC errors left: 0
- Antenna viol nets, final: 0
- RSZ-0062 raised after global routing: no
- Unique cell types: 71
- Count of final setup violators: 0
## state kept, by name (all words and copies together) (netlist names)
name                      count
counter_animate_start         1
counter_ending_start          1
counter_hpReducing_start      1
cur_fight_state               6
cur_option_state              4
endingTime.count             40
hpReduceTime.count           40
next_option_state             4
p1_pokemon_cur_hp             8
p1_using_skill_id             4
p2_pokemon_cur_hp             8
p2_random_skill_counter       2
p2_using_skill_id             2
state_last.count             40
target_p1_pokemon_hp          8
target_p2_pokemon_hp          8
to_end_scene                  1
## power groups by stage
| stage | clock [uW] | combinational, uW | sequential (uW) |
|---|---|---|---|
| CTS | 1380 | 434 | 1560 |
| global route | 1440 | 490 | 1570 |
| finish | 1350 | 429 | 1560 |
## cells in the mapped netlist, types with 3 or more instances
library cell	n	share of area (%)
a22oi_1	5	0.39
a31oi_1	6	0.39
o21ai_0	33	1.7
or4_1	7	0.54
buf_1	3	0.12
nand2b_1	10	0.65
o21bai_1	3	0.23
nor3_1	21	1.1
nand4_1	23	1.5
a21oi_1	56	2.9
dfxtp_1	142	29
o21a_1	3	0.23
clkbuf_1	33	1.3
mux2i_1	11	1.1
a211oi_1	5	0.39
ha_1	33	4.3
and4_1	9	0.82
nand2_1	83	3.2
a21boi_0	3	0.23
xnor2_1	79	7.2
a211o_1	3	0.27
nand3_1	47	2.4
inv_1	49	1.9
or3_1	19	1.2
buf_2	5	0.26
nor2_1	189	7.3
nor3b_1	6	0.47
edfxtp_1	32	10
and3_1	38	2.5
xor2_1	62	5.6
or2_2	4	0.26
nor4b_1	3	0.27
a21o_1	7	0.54
nor2b_1	8	0.52
a22o_1	9	0.82
and2_1	7	0.45
dlxtn_1	4	0.62
nor4_1	35	2.3
## cell type report
class                      count  area [um2]
fill                        2268       11800
multi-input combinational    866        5428
sequential                   178        3864
timing repair buffer         131        1294
clock buffer                  20       446.7
tap                          319       399.1
inverter                      49       183.9
clock inverter                12       125.1
## stage by stage
step	power, uW	instances	instance area (um2)
after floorplan	1864	1137	9658
after global placement	2027	1543	11170
after detailed placement	2029	1543	11170
after CTS	3381	1575	11740
after global routing	3497	1575	11740
final	3340	1575	11740
## per-layer routing
| layer | vias up | wire, um |
|---|---|---|
| met3 | 7 | 936 |
| li1 | 4160 | - |
| met4 | 0 | 144 |
| met2 | 128 | 9325 |
| met5 | - | 0 |
| met1 | 3628 | 10780 |
## how the worst max path moves through the flow
| stage | start | endpoint | slack (ns) | depth (start not counted) |
|---|---|---|---|---|
| finish | cur_option_state[2] | target_p2_pokemon_hp[7] | 1.24 | 12 |
| CTS | cur_option_state[2] | target_p2_pokemon_hp[7] | 1.27 | 12 |
| global route | cur_option_state[2] | target_p2_pokemon_hp[7] | 0.92 | 12 |
## cells by family after synthesis
| group | share of synthesized area [%] |
|---|---|
| AND/OR/NAND/NOR | 27.81 |
| flip-flops | 39.40 |
| AND-OR/OR-AND | 9.552 |
| XOR/XNOR | 12.79 |
| buffers and inverters | 3.836 |
| adder cells (fa/ha/maj) | 4.692 |
| multiplexers | 1.257 |
| latches | 0.6221 |
| other | 0.03884 |
Power figures rest on the tool's default switching activity, not on a simulated workload.
